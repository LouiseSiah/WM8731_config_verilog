`config.mk`:
```
export PLATFORM = sky130hd
export DESIGN_NAME = keytr
export DESIGN_NICKNAME = keytr
export VERILOG_FILES = /design/flow/design.v
export SDC_FILE = /design/flow/constraint.sdc
export NUM_CORES = 4
export LEC_CHECK = 1
export CORE_AREA = 10 10 90 90
export DIE_AREA = 0 0 100 100
```
`constraint.sdc`:
```
current_design keytr

set clk_period 2.4
set clk_io_pct 0.2

create_clock -name clk0 -period $clk_period [get_ports {clock}]

set non_clock_inputs [all_inputs -no_clocks]
set_input_delay [expr $clk_period * $clk_io_pct] -clock clk0 $non_clock_inputs
set_output_delay [expr $clk_period * $clk_io_pct] -clock clk0 [all_outputs]
```
`design.v`:
```
module keytr (
				key,
				key1,
				ON,
				clock,
				KEYON,
				counter	
			 );
input	           key;
input            key1;
input	         clock;
output	            ON;
output           KEYON;
output  [9:0]  counter;
reg     [9:0]  counter;
reg [3:0] sw;
reg flag,D1,D2;
reg [15:0] delay;
always@(negedge clock)
begin
  if (flag)
     sw<={key,sw[3:1]};
end
assign falling_edge = (sw==4'b0011)?1'b1:1'b0;
always@(posedge clock,negedge key1)
begin
  if (!key1)
     flag<=1'b1;
  else if (delay==15'd4096) 
     flag<=1'b1;
  else if (falling_edge)
     flag<=1'b0;
end
always@(posedge clock)
begin
  if (!key)
     delay<=delay+1;
  else
     delay<=15'd0;
end
always@(negedge clock)
begin
  D1<=flag;
  D2<=D1;
end
assign KEYON = (D1 | !D2);
endmodule	
```
`run.sh`:
```
#!/bin/bash
# OpenROAD 26Q1-2900-gdf79404cd8, Yosys 0.63+post, stock flow scripts
make -C /OpenROAD-flow-scripts/flow DESIGN_CONFIG=/design/flow/config.mk WORK_HOME=/design/flow/orfs finish
```
==> flow_metrics.py <==
# Flow results
metrics = {
    "cts": {
        "ctsResizeCount": 3,
        "postCtsSetupRepairBufs": 0,
        "clockBufferDepth": 2,
        "cts-root-buf": "clkbuf_8",
        "cts.clk_slew.worst_paths_ns": 0.04,
        "cts_hold_buf": 0,
        "h-tree-depth": 1,
        "numCtsBuffers": 3,
        "clock_latency_ns": 0.33,
        "cts.sinks": 23,
        "cts_tree": "built",
    },
    "logic_synthesis": {
        "synth_stat.cells": 111,
        "synthMuxAreaShare_pct": 4.20,
        "synth_cells": 111,
        "synth_seq_share_pct": 47.3,
        "numSynthFlops": 23,
        "yosys.stat.chipArea_um2": 1070,
        "ys_types": 28,
        "synth_area_um2": 1070,
        "avgSynthCellArea_um2": 9.66,
        "xor_share_pct": 2.45,
        "synth-warning-count": 13,
        "ys_sh_aoi_pct": 8.17,
        "simple_gate_share_pct": 24.7,
        "logic_family": "simple AND/OR/NAND/NOR gates",
        "adder_share_pct": 2.33,
    },
    "final_layout": {
        "drive_above_1_share_pct": 13.2,
        "final_cells": 198,
        "seq_area_um2": 508,
        "final_area_um2": 1230,
        "area_growth_pct": 14.6,
        "lay_top_count": "dfxtp_1",
        "comb_area_um2": 498,
        "n_fill_cell": 696,
        "layout_top_cells": "17 x dfxtp_1, 11 x inv_1, 11 x conb_1",
    },
    "final_timing": {
        "drv_slew": 0,
        "skew_ns": 0.0706,
        "finalHoldViolCount": 0,
        "fin_ws_ns": -0.135,
        "rsz0062_at_grt": "yes",
        "setup_viol": 1,
    },
    "routing": {
        "drtAntennaViolNets": 0,
        "drc_errors": 0,
        "wl_mm": 1.81,
        "diodes": 0,
        "drtIter0Drc": 62,
        "vias": 792,
        "drtPass1Iterations": 4,
        "avgRoutedWirePerCell_um": 9.16,
        "vias_per_cell": 4.00,
    },
    "die": {
        "chipWidth_um": 100,
        "initial_core_util_pct": 17.1,
        "pin_count": 15,
        "die_area_um2": 10000,
        "rows": 29,
        "fp.coreArea_um2": 6280,
        "die_h_um": 100,
    },
    "power_and_ir_drop": {
        "switchingPower_uw": 163,
        "internal_power_uw": 536,
        "cellLeakagePower_uw": 0.000428,
        "p_sw_share_pct": 23.3,
        "power_density_nw_per_um2": 569,
        "seqPwrFrac_pct": 57.7,
        "p_clk_share_pct": 38.8,
        "combPwrFrac_pct": 3.5,
        "vdd_drop_max_mv": 0.266,
    },
    "worst_setup_path": {
        "worstPathRequired_ns": 1.92,
        "rr_worst_depth": 3,
        "cp-startpoint": "D1",
        "critPathCaptureType": "output pin",
        "worstReg2RegStart": "sw[3]",
        "critPathLaunchType": "register",
        "arrival_ns": 2.06,
        "worstPathMaxFanout": 2,
        "worstSetupPathType": "reg2out",
    },
    "flow_run": {
        "drv_cap": 0,
        "openroad.warnings": 34,
    },
    "placed_design": {
        "io_buffers": 3,
        "gp_congestion": 0.882,
        "place_ws_ns": -0.121,
        "hpwl_mm": 1.35,
        "place_inst": 189,
        "place_area_um2": 1150,
    },
    "global_route": {
        "grt_pass1_vias": 656,
        "grt_max_degree": 21,
        "grt_pass1_wl_mm": 3.03,
        "grt.overflow.total": 0,
        "grt_use_total_pct": 3.55,
        "antenna_found_initial": 0,
    },
    "min_path": {
        "whs_path_depth": 0,
        "hold_path_class": "reg2reg",
        "min_from": "D1",
    },
    "status": {
        "violations": "setup timing",
        "status": "finished, violations left",
    },
}
==> critical path, cell delays in order (launching register included) <==
cell and delay, ns:
dfxtp_2 0.30, nand2b_4 0.13, buf_6 0.10
==> routing by layer <==
metal  part of all wire, %  wire length, um  up-vias  global-route usage (%)
met5                     0                0        -                       0
met4                  0.33                6        0                   0.217
met3                   6.8              123        2                    1.60
met2                    43              785       20                    4.88
met1                    50              899      368                    5.23
li1                      -                -      402                       -
==> flip-flops by register name, summed over array words and instances, names as in the netlist <==
name   flops
sw         4
D2         1
flag       1
D1         1
delay     16
==> synthesized netlist by cell type <==
| cell | n | area share [%] |
|---|---|---|
| dfxtp_1 | 18 | 34 |
| buf_4 | 11 | 7.7 |
| nor2_1 | 10 | 3.5 |
| a21oi_1 | 7 | 3.3 |
| inv_1 | 6 | 2.1 |
| nand4_1 | 6 | 3.5 |
| nand3_1 | 5 | 2.3 |
| edfxtp_1 | 4 | 11 |
| mux2_2 | 4 | 4.2 |
| nor2b_1 | 4 | 2.3 |
| nor4_1 | 4 | 2.3 |
| o21ai_0 | 4 | 1.9 |
| or4_1 | 4 | 2.8 |
| o31ai_1 | 3 | 2.1 |
| clkbuf_1 | 2 | 0.70 |
| ha_1 | 2 | 2.3 |
| nand2_1 | 2 | 0.70 |
| nor4b_1 | 2 | 1.6 |
| or3_1 | 2 | 1.2 |
| or3_2 | 2 | 1.4 |
| xnor2_1 | 2 | 1.6 |
| a32o_1 | 1 | 0.93 |
| conb_1 | 1 | 0.35 |
| dfstp_2 | 1 | 2.5 |
| nand2b_1 | 1 | 0.58 |
| nand4_4 | 1 | 2.0 |
| nor3_1 | 1 | 0.47 |
| xor2_1 | 1 | 0.82 |
==> power groups by stage <==
stage | clock [uW] | combinational, uW | sequential, uW
final | 271 | 24.7 | 403
after CTS | 281 | 25.7 | 403
after global routing | 308 | 29.1 | 404
==> layout make-up <==
class,instances,share of cell area [%]
clock buffer,3,3.36
timing repair buffer,4,3.16
inverter,5,1.53
tap,77,7.84
clock inverter,7,2.24
multi-input combinational,79,40.5
sequential,23,41.3
==> metrics by stage <==
step,utilization [%],hold WS [ns],TNS (ns),total power (uW)
floorplan,-,0.323,0,456
global placement,18.4,0.330,-0.125,454
detailed placement,18.4,0.327,-0.121,454
CTS,19.3,0.338,-0.132,710
global route,19.6,0.367,-0.180,741
finish,19.6,0.343,-0.135,699
==> path summary, 6_finish.rpt <==
kind                       endpoint  slack, ns
setup / recovery              KEYON      -0.14
hold / removal                   D2       0.34
setup reg to reg               flag       0.30
hold reg to reg                  D2       0.34
max in group asynchronous      flag       1.85
min in group asynchronous      flag       0.53
==> cell families after synthesis <==
kind of cell,count (synthesis)
AOI/OAI and AO/OA,15
other,1
buffers and inverters,19
and+or+nand+nor,44
adders and majority gates,2
DFF,23
xor gates and xnor gates,3
muxes,4
Power figures rest on the tool's default switching activity, not on a simulated workload.
