===== ./design.v =====
module ShiftRegister
(
	clock,
	reset,
	data_in,
	data_out,
  counter,
  full
);
parameter data_size = 16;
input clock;
input reset;
input data_in;
output reg [data_size-1:0]data_out;
output reg [3:0]counter;
output reg full;
always@(posedge clock or negedge reset)
begin
  if(!reset) begin
    data_out <= 0;
    counter <= 0;
    full <= 0;
  end
  else begin
    if(counter < 15)begin
      data_out <= {data_out[14:0], data_in};
      counter <= counter + 1;
      full <= 0;
    end
    else begin
      data_out <= data_out;
      full <= 1;
    end
  end
end
endmodule
module audio_codec_config
(
	input   clock,
	input   reset,
  input   volume_key,
	input   [2:0]sound_select,
  inout  			 I2C_SDAT,
	output 			 I2C_SCLK
);
reg  	[10:0]	COUNTER_500;
wire  CLOCK_500 = COUNTER_500[9];
wire [23:0]DATA;
wire endI2C, goI2C;
always @(posedge clock or negedge reset)
begin
	if(!reset)
		COUNTER_500 <= 0;
	else
		COUNTER_500 <= COUNTER_500+1;
end
reg_config user
(
	.CLOCK(CLOCK_50),
	.END(endI2C),
	.RESET(reset),
  .volume_key(volume_key),
  .sound_select(sound_select),
	.GO(goI2C),
	.DATA(DATA),
);
i2c adc_configure
(
	.CLOCK(CLOCK_500),
	.I2C_SCLK(I2C_SCLK),		 
	.I2C_SDAT(I2C_SDAT),		 
	.I2C_DATA(DATA),		 
	.GO(goI2C),      		 
	.END(endI2C),    	     
	.W_R(),     		 
	.ACK(),     	     
	.RESET(reset),
	.SD_COUNTER(),
	.SDO()
);
endmodule
module i2c (
			 CLOCK,
			 I2C_SCLK,		 
			 I2C_SDAT,		 
			 I2C_DATA,		 
			 GO,      		 
			 END,    	     
			 W_R,     		 
			 ACK,     	     
			 RESET,
			 SD_COUNTER,
			 SDO
		   	);
	input 			 CLOCK;
	input 			 [23:0]I2C_DATA;	
	input 			 GO;
	input  			 RESET;	
	input  			 W_R;
 	inout  			 I2C_SDAT;
	output 			 I2C_SCLK;
	output			 END;	
	output 			 ACK;
	output	[5:0]	 SD_COUNTER;
	output 			 SDO;
	reg 			 SDO;
	reg 			 SCLK;
	reg 			 END;
	reg 	[23:0]	 SD;
	reg 	[5:0]	 SD_COUNTER;
wire I2C_SCLK = SCLK | ( ((SD_COUNTER >= 4) & (SD_COUNTER <= 30))? ~CLOCK :0 );
wire I2C_SDAT = SDO?1'bz:0 ;
reg ACK1,ACK2,ACK3;
wire ACK = ACK1 | ACK2 | ACK3;
always @(negedge RESET or posedge CLOCK ) 
	begin
		if (!RESET)
			begin
				SD_COUNTER = 6'b111111;
			end
		else begin
				if (GO == 0)
					begin
						SD_COUNTER = 0;
					end
				else begin
						if (SD_COUNTER < 6'b111111)
							begin
								SD_COUNTER = SD_COUNTER+1;
							end	
					 end		
			 end
	end
always @(negedge RESET or  posedge CLOCK ) 
	begin
		if (!RESET) 
			begin 
				SCLK = 1;
				SDO  = 1; 
				ACK1 = 0;
				ACK2 = 0;
				ACK3 = 0; 
				END  = 1; 
			end
		else
			case (SD_COUNTER)
					6'd0  : begin 
								ACK1 = 0 ;
								ACK2 = 0 ;
								ACK3 = 0 ; 
								END  = 0 ; 
								SDO  =1  ; 
								SCLK =1  ;
							end
					6'd1  : begin 
								SD  = I2C_DATA;
								SDO = 0;
							end
					6'd2  : 	SCLK = 0;
					6'd3  : 	SDO = SD[23];
					6'd4  : 	SDO = SD[22];
					6'd5  : 	SDO = SD[21];
					6'd6  : 	SDO = SD[20];
					6'd7  : 	SDO = SD[19];
					6'd8  : 	SDO = SD[18];
					6'd9  :	    SDO	= SD[17];
					6'd10 : 	SDO = SD[16];	
					6'd11 : 	SDO = 1'b1; 
					6'd12  : begin 
								SDO  = SD[15]; 
								ACK1 = I2C_SDAT; 
							 end
					6'd13  : 	SDO = SD[14];
					6'd14  : 	SDO = SD[13];
					6'd15  : 	SDO = SD[12];
					6'd16  : 	SDO = SD[11];
					6'd17  : 	SDO = SD[10];
					6'd18  : 	SDO = SD[9];
					6'd19  : 	SDO = SD[8];	
					6'd20  : 	SDO = 1'b1; 
					6'd21  : begin 
								SDO  = SD[7]; 
								ACK2 = I2C_SDAT; 
							 end
					6'd22  : 	SDO = SD[6];
					6'd23  : 	SDO = SD[5];
					6'd24  : 	SDO = SD[4];
					6'd25  : 	SDO = SD[3];
					6'd26  : 	SDO = SD[2];
					6'd27  : 	SDO = SD[1];
					6'd28  : 	SDO = SD[0];	
					6'd29  : 	SDO = 1'b1; 
					6'd30 : begin 
								SDO  = 1'b0;	
								SCLK = 1'b0; 
								ACK3 = I2C_SDAT; 
							end	
					6'd31 : 	SCLK = 1'b1; 
					6'd32 : begin 
								SDO = 1'b1; 
								END = 1; 
							end 
			endcase
	end
endmodule
module reg_config
(
	input   CLOCK,
	input   END,
	input   RESET,
  input   volume_key,
	input   [2:0]sound_select,
	output wire GO,
	output wire [23:0]DATA
);
	reg  	[10:0]	COUNTER_500;
	reg  	[15:0]	ROM[6'd10:0];
	reg  	[15:0]	DATA_A;
	reg  	[5:0]	address;
assign DATA={8'h34,DATA_A};	
assign  GO =((address <= 6'd10) && (END==1))? COUNTER_500[10]:1;
always @(negedge RESET or posedge END) 
	begin
		if (!RESET)
			begin
				address=0;
			end
		else if (address <= 6'd10)
				begin
					address=address+1;
				end
	end
reg [4:0] vol;
wire [6:0] volume;
always @(posedge volume_key) 
	begin
		vol=vol-1;
	end
assign volume = vol+96;
reg [2:0] sound_selector;
always @(posedge RESET)
begin
	sound_selector <= sound_select;
end
always @(posedge END) 
	begin
		ROM[0] = 16'h0c00;	    			  
		ROM[1] = 16'h1200;
		ROM[2] = 16'h0ec2;	   		    	 
		ROM[3] = {8'h08, 2'b00, sound_selector[2:0], 3'b010};
		ROM[4] = 16'h1000;					  
		ROM[5] = 16'h0017;					  
		ROM[6] = 16'h0217;					  
		ROM[7] = {8'h04,1'b0,volume[6:0]};		  
		ROM[8] = {8'h06,1'b0,volume[6:0]};	      
		ROM[9] = {8'h0A, 8'b00001000};  
		ROM[6'd10]= 16'h1201;             
		DATA_A=ROM[address];
	end
always @(posedge CLOCK ) 
	begin
		COUNTER_500=COUNTER_500+1;
	end
endmodule
module top_module
(
	input CLOCK_50,
	input CLOCK_27,
	output		  [7:0]		LEDG,
	output		  [17:0]		LEDR,
	input		     [3:0]		KEY,
	input		     [17:0]		SW,
	input		          		AUD_ADCDAT,
	input		          		AUD_ADCLRCK,
	input		          		AUD_BCLK,
	output wire	AUD_DACDAT,
	input		          		AUD_DACLRCK,
	output		        		AUD_XCK,
	output		        		I2C_SCLK,
	inout		          		I2C_SDAT
);
parameter audio_data_size = 16;
wire reset = KEY[0];
wire clock = CLOCK_50;
assign LEDR[audio_data_size-1:0] = adc_data;
reg  	[10:0]	COUNTER_500;
wire  CLOCK_500 = COUNTER_500[9];
wire  CLOCK_2 = COUNTER_500[1];
wire  XCK;
always @(posedge clock or negedge reset)
begin
	if(!reset)
		COUNTER_500 <= 0;
	else
		COUNTER_500 <= COUNTER_500+1;
end
assign AUD_XCK = XCK;
assign XCK = CLOCK_2;
wire [23:0]DATA;
wire endI2C, goI2C;
assign AUD_DACDAT = AUD_ADCDAT;
wire [audio_data_size-1:0]adc_data;
ShiftRegister adc_data_bit
(
	.clock(AUD_BCLK),
	.reset(reset),
	.data_in(AUD_ADCDAT),
	.data_out(adc_data)
);
audio_codec_config user
(
	.clock(clock),
	.reset(reset),
	.volume_key(KEY[1]),
	.sound_select(SW[2:0]),
	.I2C_SCLK(I2C_SCLK),		 
	.I2C_SDAT(I2C_SDAT)		 
);
endmodule

===== ./config.mk =====
export PLATFORM = sky130hd
export DESIGN_NAME = top_module
export DESIGN_NICKNAME = top_module
export VERILOG_FILES = /design/flow/design.v
export SDC_FILE = /design/flow/constraint.sdc
export NUM_CORES = 4
export LEC_CHECK = 1
export CORE_UTILIZATION = 30

===== ./run.sh =====
#!/bin/bash
# OpenROAD 26Q1-2900-gdf79404cd8, Yosys 0.63+post, stock flow scripts
make -C /OpenROAD-flow-scripts/flow DESIGN_CONFIG=/design/flow/config.mk WORK_HOME=/design/flow/orfs finish

===== ./constraint.sdc =====
current_design top_module

set clk_period 1.8
set clk_io_pct 0.2

create_clock -name clk0 -period $clk_period [get_ports {AUD_BCLK}]
create_clock -name clk1 -period $clk_period [get_ports {CLOCK_50}]
create_clock -name clk2 -period $clk_period [get_ports {KEY}]

set non_clock_inputs [all_inputs -no_clocks]
set_input_delay [expr $clk_period * $clk_io_pct] -clock clk0 $non_clock_inputs
set_output_delay [expr $clk_period * $clk_io_pct] -clock clk0 [all_outputs]

==> run notes <==
Implementation summary

In this run, distinct cell masters in the synthesized netlist total 26. The quantity of I/O buffers inserted on ports is 20. The worst register-to-register path begins at adc_data_bit.counter[0]. The quantity of hold-fixing buffers added after cts is 0. The largest area contributor in the synthesized netlist is sky130_fd_sc_hd__dfrtp_1. After synthesis the cells add up to about 1800 sq um. The final weighted congestion recorded by global placement is 0.795.

The timing report gives the clock slew at the launch and capture registers of the worst setup and hold paths as 70 ps. The proportion of synthesized area in mux cells is 0.146. TritonCTS built the clock tree. The wire length of the first global-routing pass is around 4800 um. The critical path is of the input pin to primary output type. The global route stage reports its total congestion overflow as 0. The number of remaining DRC errors is 0.

In this run the worst path has a maximum fanout of 2. The detail route stage leaves a number of antenna-violating nets equal to 0. The mean area per synthesized cell is ~13 sq um.

The violation tally recorded at the end of detailed-routing iteration 0 is 38. The first-pass iteration count of the detailed router is 4. The global-route usage over all layers is 0.103. Setup repair after global routing left no endpoint under its margin. The timing report shows the most common cell along the critical path to be sky130_fd_sc_hd__clkdlybuf4s50_1.

Broken down by cell family, the worst path's largest delay share belongs to buffers and inverters. Of the post-synthesis cell area, the dominant cell type holds 0.450. The final wirelength is between 2000 and 3000 um. The checks that failed: hold timing. The library cell contributing the largest single delay on the critical path is sky130_fd_sc_hd__clkdlybuf4s50_1.

The yosys warning tally is 19. In this run the core area contains 27 standard-cell rows. The final-layout fill cell count is between 500 and 600. The initial antenna violation count is 0. The number of unconstrained endpoints is 7. The biggest cell delay along the critical path is 480 ps. The final standard cell utilization of the core is 0.396. The via count of the first global-routing pass is between 1000 and 1500.

Measured along the y axis, the die boundary spans about 80 um. For this sky-water flow run, the detailed-routed wirelength per cell is reported as approximately 11 um. The critical path contains buffers and inverters numbering 2 combined. The post-route worst setup slack is roughly 150 ps. The power per cell area is between 800 and 900 nW/um^2.

In this run the critical path is formed by clkdlybuf4s50_1 -> clkdlybuf4s50_1. The flow ran to the end, but the final reports show violations. The critical path data arrival time is approximately 1300 ps.

The data required time at the worst endpoint is around 1400 ps. The area taken by sequential standard cells is reported as just under 1000 sq um. In the placement report, post-DP HPWL is listed as between 1500 and 2000 um.

The peak supply drop is about 660 uV. The number of cells in Yosys stat is between 100 and 150. Per the synthesis report, the AND-OR/OR-AND share of the synthesized area is 0.0246. After synthesis, the largest family of logic cells by area is multiplexers. The category of the worst setup path launch point is an input pin. The summed negative setup slack over all endpoints is 0 ps. The final setup violation count is 0. The area share of and/or/nand/nor cells after synthesis is 0.103.

The worst slack at placement is around 150 ps. Counting every instance in the synthesized netlist gives 134. The most common cell after layout, fill and taps aside is sky130_fd_sc_hd__dfrtp_1. The core utilization before placement is 0.317. The sequential area share after synthesis is 0.553.

According to the I/O placement log, the pin count is between 50 and 60. By area the synthesized netlist is led by sky130_fd_sc_hd__dfrtp_1 45%, sky130_fd_sc_hd__dfstp_2 10%, sky130_fd_sc_hd__mux2_4 8.4%. The launch point of the worst path is AUD_ADCDAT. The worst hold slack after final layout is -317 ps. The layout-stage area growth over the synthesis result is 24.7%. The tightest min-delay check is of the clock port to async pin type. Endpoints failing hold in the final report were tallied at 32. In the synthesis report, Yosys lists the chip area as between 1500 and 2000 sq um. The cell leakage power is between 1 and 1.5 nW. In this run the maximum-capacitance check reported violations numbering 0.

Once layout is done, the placed cells without fillers occupy ~2200 sq um. The number of antenna diodes is 0. The chip footprint is 6250 sq um. The layout summary lists the proportion of cells stronger than drive strength 1 as 0.280. Per the synthesis report, the XOR/XNOR share of the synthesized area is 0.0639. Detailed routing inserted a total of a little over 1000 vias. Entering global routing, the biggest net connects 19 pins. The timer found 7 register pins that no clock reaches; their paths are not timed.

The top cell types in the final layout, fill and taps aside, are 32 x sky130_fd_sc_hd__dfrtp_1, 19 x sky130_fd_sc_hd__clkdlybuf4s50_1, 13 x sky130_fd_sc_hd__clkbuf_8. The logic area is a little over 700 sq um. The capturing element type of the critical path is a primary output. In this run the cell area measured after placement is about 2000 sq um. Per the synthesis report, the adder-cell share of the synthesized area is 0.0351. The number of max-slew violations in the final report is 0. The region available for standard cell placement spans between 5000 and 6000 sq um. In the routed layout, each cell is associated on average with a via count of 4.22. The floorplan step set the die width to 79.0 um. The setup skew after layout is around 1.3 ps.

The stage-log warning count is 86. The number of storage elements in the synthesis netlist is 39.
## layout make-up
cell class                      count  share of cell area
Multi-Input combinational cell     85               0.318
Tap cell                           72              0.0406
Clock inverter                      3              0.0107
Inverter                            7              0.0118
Clock buffer                       13              0.0806
Timing Repair Buffer               21              0.0947
Sequential cell                    39               0.444
## per-layer routing
layer	vias up	share of wire	track usage
met2	36	0.40	0.117
li1	500	-	-
met4	0	0.022	0.0600
met5	-	0	0
met3	9	0.093	0.0898
met1	467	0.49	0.129
## synthesized netlist by cell type
library cell and instances:
sky130_fd_sc_hd__a21oi_1 1, sky130_fd_sc_hd__a22oi_1 1, sky130_fd_sc_hd__a31o_2 1, sky130_fd_sc_hd__and3_1 1, sky130_fd_sc_hd__and3_4 2, sky130_fd_sc_hd__and4_1 1, sky130_fd_sc_hd__buf_4 12, sky130_fd_sc_hd__buf_6 1
sky130_fd_sc_hd__conb_1 1, sky130_fd_sc_hd__dfrtp_1 32, sky130_fd_sc_hd__dfstp_2 7, sky130_fd_sc_hd__ha_1 5, sky130_fd_sc_hd__inv_1 7, sky130_fd_sc_hd__mux2_2 8, sky130_fd_sc_hd__mux2_4 10, sky130_fd_sc_hd__mux2i_1 2
sky130_fd_sc_hd__nand2_1 6, sky130_fd_sc_hd__nand3_1 6, sky130_fd_sc_hd__nand3_4 2, sky130_fd_sc_hd__nand4_1 2, sky130_fd_sc_hd__nor2_1 7, sky130_fd_sc_hd__nor3_1 4, sky130_fd_sc_hd__o22ai_1 1, sky130_fd_sc_hd__o41ai_2 1
sky130_fd_sc_hd__xnor2_1 4, sky130_fd_sc_hd__xor2_1 9
## cell families (layout without fill, tap and decap cells)
group,count (synthesis),count (layout)
muxes,20,20
and+or+nand+nor,31,31
DFF,39,39
buffers and inverters,20,44
xor gates and xnor gates,13,13
other,1,11
AOI/OAI and AO/OA,5,5
adders and majority gates,5,5
## state kept, by name (all words and copies together), names as in the netlist
register and flops:
COUNTER_500 2, adc_data_bit.counter 4, adc_data_bit.data_out 16, user.COUNTER_500 10, user.adc_configure.SCLK 1, user.adc_configure.SD_COUNTER 6
## through the flow
step / total power [W] / cells
after floorplan: 0.000766 / 144
after global placement: 0.000753 / 224
after detailed placement: 0.000753 / 224
after CTS: 0.00215 / 240
after global routing: 0.00223 / 240
final: 0.00197 / 240
## power by group
group | total, W | switching, W | leakage, nW | internal, W
Clock | 0.00123 | 0.000565 | 0.105 | 0.000667
Sequential | 0.000730 | 0 | 0.519 | 0.000730
Combinational | 0.00000480 | 0.00000106 | 0.419 | 0.00000373
Total | 0.00197 | 0.000566 | 1.04 | 0.00140
## what timing repair did
item                                    CTS  global route
gates resized                             0             1
endpoints found under the setup margin    1             1
gates cloned                              0             0
pin swaps                                 1             1
buffers inserted                          0             0
## path summary, 6_finish.rpt
| check | cells past startpoint | slack (ps) | end |
|---|---|---|---|
| hold / removal | 2 | -320 | adc_data_bit.data_out[5] |
| max in group asynchronous | 2 | 1980 | user.COUNTER_500[5] |
| max in group clk1 | 4 | 670 | user.COUNTER_500[8] |
| min in group clk1 | 1 | 440 | COUNTER_500[0] |
| hold reg to reg | 1 | 440 | COUNTER_500[0] |
| min in group clk0 | 1 | 500 | adc_data_bit.counter[0] |
| setup reg to reg | 3 | 320 | adc_data_bit.counter[1] |
| setup / recovery | 2 | 150 | AUD_DACDAT |
Power figures rest on the tool's default switching activity, not on a simulated workload.
